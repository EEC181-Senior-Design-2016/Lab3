==> flow/config.mk <==
export PLATFORM = sky130hd
export DESIGN_NAME = reg32_master_avalon_interface
export DESIGN_NICKNAME = reg32_master_avalon_interface
export VERILOG_FILES = /design/flow/design.v
export SDC_FILE = /design/flow/constraint.sdc
export NUM_CORES = 4
export LEC_CHECK = 1
export CORE_UTILIZATION = 40
==> flow/constraint.sdc <==
current_design reg32_master_avalon_interface

set clk_period 5.1
set clk_io_pct 0.2

create_clock -name clk0 -period $clk_period [get_ports {clk}]

set non_clock_inputs [all_inputs -no_clocks]
set_input_delay [expr $clk_period * $clk_io_pct] -clock clk0 $non_clock_inputs
set_output_delay [expr $clk_period * $clk_io_pct] -clock clk0 [all_outputs]
==> flow/design.v <==
module reg32_master_avalon_interface(
input clk,
input reset_n,
input [31:0] readdata,
output read,
output write,
output [31:0] writedata,
output [3:0] byteenable
);
reg [31:0] From_slave = 32'd0;
reg Read_reg = 1'd0;
reg Write_reg = 1'd0;
assign byteenable = 4'b1111;
assign writedata = From_slave;
assign read = Read_reg;
assign write = Write_reg;
always @ (posedge clk) begin
	if(!reset_n) begin 
		From_slave <= 32'd0;
	end 
	else begin
		if (read && (readdata != 0)) begin
			From_slave <= readdata + 32'd1;
		end  
		else begin
			From_slave <= readdata;
		end 
	end  
end
always @ (Curr_tick) begin
	if(Curr_tick) begin
		Read_reg = 1'd1;
		Write_reg = 1'd1;
	end
	else begin
		Read_reg = 1'd0;
		Write_reg = 1'd0;
	end
end
parameter MAX_COUNT = 'd50_000_000;
reg [25:0] Curr_count = 0;
reg [25:0] Next_count = 0;
reg Curr_tick = 0;
reg Next_tick = 0;
always @(posedge clk) begin
		if (!reset_n) begin 
			Curr_count <= 0;
			Curr_tick <= 0;
		end  
		else begin
			Curr_count <= Next_count;
			Curr_tick <= Next_tick;
		end  
end  
always @(Curr_count, Curr_tick) begin
		if (!Curr_tick) begin 
			Next_count = Curr_count + 1;			
		end  
		else begin	
			Next_count = 0;							
		end  
		if(Curr_count > MAX_COUNT) begin
			Next_tick = 1'b1;
		end
		else begin
			Next_tick = 1'b0;
		end
end  
endmodule
==> flow/run.sh <==
#!/bin/bash
# OpenROAD 26Q1-2900-gdf79404cd8, Yosys 0.63+post, stock flow scripts
make -C /OpenROAD-flow-scripts/flow DESIGN_CONFIG=/design/flow/config.mk WORK_HOME=/design/flow/orfs finish
==> notes.md <==
Figures from the implementation reports.

- The sequential cells in the finished layout cover a total of 0.00118 mm2.
- The number of CTS-inserted buffers is 9.
- Row generation in the floorplan step produced 31 rows.
- TritonCTS built the clock tree.
- The total of max-cap violations reads 0.
- The violation count after the first detailed-route iteration reads 76.
- The synthesis-to-layout area growth reads 29.8%.
- STA classifies the critical path endpoint as a register.
- The share of flip-flops with an asynchronous set or reset is 0.
- The most instantiated flip-flop cell in the synthesis netlist reads dfxtp_1.
- The first-pass GRT wire length is 12.5 mm.
- The number of iterations in the first detailed-routing pass is 4.
- The highest-utilization routing layer at the global route stage reads met1.
- Before any placement, the netlist area is recorded as 0.00306 mm2.
- Counting endpoints that fail hold in the final report gives 0.
- Checking hold timing, the worst path is listed with class register to register.
- The share of synthesized area in the top cell type comes to 0.386.
- The critical path class reads input port to register.
- After legalization and detailed placement, the total HPWL measured 5.65 mm.
- The flow ran to the end, and the final reports show no timing, DRC or antenna violations.
- The cell total in the yosys stat output reads 363.
- Setup repair after global routing left no endpoint under its margin.
- In the final timing run, aggregate negative setup slack is 0 ps.
- TritonRoute output was used to compute an average wire per cell of 14.7 um.
- The critical path data required time reads 5350 ps.
- The cell type of the slowest stage on the worst timing path reads clkdlybuf4s50_1.
- The number of clock sinks reads 59.
- As reported, the later end of the worst-skew pair has a clock insertion delay of 340 ps.
- The setup fix buffers added after clock tree synthesis reads 0.
- The global-route track usage on met1 reads 0.320.
- The register-to-register setup slack is 3020 ps.
- Leaving out buffers and inverters, the combinational logic in the layout accounts for 0.00175 mm2.
- The arrival time of the worst setup path reads 3020 ps.
- The count of nets left with antenna violations once routing finished came out at 0.
- The pin count of the biggest net entering global routing is 28.
- The endpoint of the lowest-slack register-to-register path reads Curr_count[20].
- The mean cell area of the mapped netlist reads 8.43 um2.
- The count of cells along the worst register-to-register path reads 5.
- The initial antenna violation count was 0.
- The stage delay of the slowest cell on the critical path reads 580 ps.
- The maximum clock frequency reads 362 MHz.
- The vertical die size reads 89.5 um.
- The synthesized netlist handed to floorplanning was reported with a cell count of 363.
- The count of antenna diodes in the layout is 0.
- In this run the most critical hold path is launched from Curr_count[0].
- The worst-case clock buffer depth reads 2.
- The H-tree depth reads 3.
- The overall die width is 89.5 um.
- The number of global-route vias before repair reads 2506.
- The yosys synthesis chip area reads 0.00306 mm2.
- The cell accounting for the most synthesized area is dfxtp_1.
- The via total after detailed routing reads 2927.
- On met3, the global router reports a usage of 0.0272.
- For this run, the share of the core covered by cells in the final layout is 0.542.
- The fraction of layout cells with a size suffix above 1 is 0.0581.
- Yosys attributes the largest share of cell area to dfxtp_1 39%, nand4_1 4.9%, mux2i_1 3.9%.
- Counting I/O delays and the setup requirement, the final critical path takes 2770 ps.
- The worst VDD IR drop from the latest analysis is 149 uV.
- The ratio of final minimum period to clock period reads 0.542.
- For this run, global-route usage on met2 was measured as 0.317.
- The global placer's final weighted congestion reads 0.856.
- The floorplan step defined a core boundary enclosing 0.00733 mm2.
- Per Yosys stat, the portion of area used by sequential elements is 0.386.
- The number of DRC violations after detailed routing is 0.
- The critical path startpoint is readdata[2].
- The synthesis report lists the Yosys warning total as 1.
- For this design the top-level I/O count stands at 72.
- The leakage power in the latest report is 0.00140 uW.
- After clock tree synthesis, the repair step resized 0 gates.
- Per STA, the endpoint of the critical path is From_slave[27].
- The layout has 670 filler cells.
- For this run, the total global-route usage over all layers was measured as 0.205.
- The number of flops mapped to enable cells by yosys is 0.
- The remaining global-route overflow reads 0.
- The number of hold buffers added after CTS was 0.
- The final instance area is 0.00397 mm2.
- The via count normalized by instance count reads 5.53.
- For reference, the critical path cell chain is clkdlybuf4s50_1, and4_1, nand4_1, buf_4, or4_1, a21oi_1.
- The post-placement cell area is 0.00379 mm2.
- The count of input and output buffers is 67.
- The count of different cell masters after synthesis reads 39.
- Per the final report, max-transition violations number 0.
- The final setup skew is 11.6 ps.
- The stage logs contain a warning count of 27.
- The power density of the placed cells reads 253 mW/mm2.
- The start of the worst register-to-register path is Curr_count[0].
- The total die size reads 0.00800 mm2.
- The measured slew at the worst slew-check pin reads 575 ps.
- The number of synthesized register bits is 59.
- The worst setup path is launched from an input port.
- The relative max-transition margin reads 0.616.
- Clock tree synthesis selected as its root buffer the cell clkbuf_8.
- The wire length reported by the detailed router reads 7.78 mm.
- The CTS clock-pin slew for the worst setup and hold paths is 70 ps.
- STA lists the maximum fanout along the critical path as 27.
- The number of setup violations in the final report reads 0.
- The fraction of the core area occupied by cells at floorplan reads 0.417.
## cells in the mapped netlist (all sizes together) (9+ instances only)
cell	number
a21oi	22
and3	11
and4	9
clkbuf	13
dfxtp	59
inv	11
mux2i	12
nand2	32
nand2b	15
nand3	16
nand4	26
nor2	22
nor4	12
o21ai	12
o311ai	11
o41ai	10
or3	13
xor2	11
## report_power, final
part / internal (uW) / total (uW) / switching [uW]
registers: 476 / 482 / 6.12
clock network: 232 / 412 / 180
logic: 62.6 / 111 / 48.0
## cell families after synthesis
| kind of cell | Yosys count | share of synthesized area |
|---|---|---|
| AND-OR/OR-AND | 61 | 0.131 |
| XOR/XNOR | 18 | 0.0515 |
| adder cells (fa/ha/maj) | 4 | 0.0164 |
| buffers and inverters | 31 | 0.0454 |
| flip-flops | 59 | 0.386 |
| multiplexers | 12 | 0.0392 |
| other | 1 | 0.00123 |
| AND/OR/NAND/NOR | 177 | 0.330 |
## cell usage in the layout (no fill, tap or decap), types with 7 or more instances in the layout
master and count:
nor2_1 22, mux2i_1 12, nor4_1 12, xor2_1 11, o41ai_1 10, and3_1 11, o21ai_0 12, nand3_1 16
or3_1 12, dfxtp_1 59, o311ai_0 11, clkdlybuf4s50_1 67, xnor2_1 7, clkbuf_8 10, and4_1 9, nand2_1 32
inv_1 11, a21oi_1 22, nand4_1 24, nand2b_1 15
## worst min path at each step
stage / end / slack [ps] / cells past startpoint
after CTS: Curr_count[0] / 480 / 1
after global routing: Curr_count[0] / 510 / 1
final: Curr_count[0] / 470 / 1
## state kept, by name, summed over array words and instances (netlist names)
register	flops
Curr_count	26
From_slave	32
Curr_tick	1
## layout make-up
| type | instances | area share |
|---|---|---|
| Inverter | 11 | 0.0104 |
| Sequential cell | 59 | 0.297 |
| Tap cell | 99 | 0.0312 |
| Timing Repair Buffer | 70 | 0.174 |
| Clock inverter | 3 | 0.0101 |
| Clock buffer | 11 | 0.0356 |
| Multi-Input combinational cell | 276 | 0.441 |
## critical path, delay by kind of cell
family / cells / cell delay [ps]
AOI/OAI and AO/OA: 1 / 150
buffers and inverters: 2 / 820
and+or+nand+nor: 3 / 1020
## per-stage QoR
| stage | setup slack (ps) | hold slack (ps) | total power, uW | std cells |
|---|---|---|---|---|
| floorplan | 2750 | 437 | 529 | 366 |
| global placement | 2060 | 452 | 603 | 515 |
| detailed placement | 2030 | 461 | 603 | 515 |
| CTS | 2370 | 476 | 1010 | 529 |
| global route | 2200 | 508 | 1050 | 529 |
| finish | 2330 | 470 | 1000 | 529 |
## routing by layer
metal | wire length [um] | vias up
met1 | 3750 | 1371
li1 | - | 1480
met2 | 3560 | 65
met3 | 351 | 11
met4 | 121 | 0
met5 | 0 | -
No activity file was given, so power comes from the tool's default toggle rates.
