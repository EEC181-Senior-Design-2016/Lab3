==> flow/run.sh <==
#!/bin/bash
# OpenROAD 26Q1-2900-gdf79404cd8, Yosys 0.63+post, stock flow scripts
make -C /OpenROAD-flow-scripts/flow DESIGN_CONFIG=/design/flow/config.mk WORK_HOME=/design/flow/orfs finish
==> flow/config.mk <==
export PLATFORM = sky130hd
export DESIGN_NAME = sdram_master
export DESIGN_NICKNAME = sdram_master
export VERILOG_FILES = /design/flow/design.v
export SDC_FILE = /design/flow/constraint.sdc
export NUM_CORES = 4
export LEC_CHECK = 1
export CORE_UTILIZATION = 40
==> flow/design.v <==
module sdram_master(
input						clk,
input						waitrequest,
input						readdatavalid,
input 		[15:0]	readdata,
input						reset_n,
input 					ready,
output reg				chipselect,				 
output reg 	[1:0]		byteenable,				 
output reg 				done,						 
output reg 				read_n,					 
output reg				write_n,					 
output reg 	[31:0]	address = BASE_ADDR,			 
output reg	[15:0]	writedata,				 
output 		[31:0]	toHexLed					 
);
localparam WAIT_ST = 0;	
localparam READY_ST = 1;	
localparam READ_ST = 2;
localparam MAX_ST = 3; 		
localparam MIN_ST = 4;		
localparam RESET_ST = 5;	
localparam IDLE_ST = 6;	
localparam BASE_ADDR 	 = 32'h0;		
localparam BASE_ADDR_MAX = 32'h14;		
localparam BASE_ADDR_MIN = 32'h16;
localparam MAX_READ_COUNT = 'h9;
localparam MAX_TIMER = 17'd100_000;
reg [2:0] 	State = RESET_ST;
reg [2:0]	State_next = RESET_ST;
reg [3:0] 	Read_count = 0;
reg [16:0] 	Timer = 0;
reg [15:0]	Maxnum = 0; 
reg [15:0]	Minnum = 16'hFFFF; 
reg [31:0]	address_next = BASE_ADDR; 
assign toHexLed = {Maxnum,Minnum};
always @ (posedge clk) begin
		chipselect 	<= 1'b1;
		byteenable 	<= 2'b11;
end 
always @ (posedge clk) begin
		if (reset_n == 0 || State == RESET_ST) begin
			done 		<= 0;
			read_n	    <= 1'b1;
			write_n 	<= 1'b1;	
		end	
		else begin
			done 		<= (Read_count > MAX_READ_COUNT)	? 1 : 0;
			read_n 	    <= (State == READ_ST)	? 0 : 1'b1;
			write_n 	<= (State == MAX_ST || State == MIN_ST)	? 0 : 1'b1;
		end
end 
always @ (posedge clk) begin
		if (reset_n == 0 || State == RESET_ST) begin
			State 		<= READY_ST;
			Read_count	<= 0;
			Timer 		<= 0;
            Maxnum      <= 0;
            Minnum      <= 16'hFFFF;
			address		<= BASE_ADDR;
			writedata	<= 0;
		end	
		else begin
			State 		<= State_next;
            Timer 		<= (State == WAIT_ST) ? Timer + 17'h1 : 0;
			Read_count	<= (State == READ_ST && readdatavalid) ? Read_count + 4'h1 : Read_count;
            Maxnum      <= (State == READ_ST && readdatavalid && Read_count < 4'hA && readdata > Maxnum) ? readdata : Maxnum;
            Minnum      <= (State == READ_ST && readdatavalid && Read_count < 4'hA && readdata < Minnum) ? readdata : Minnum;
			writedata	<= (State == MAX_ST) ? Maxnum : Minnum;
            address		<= address_next;
		end
end 
always @ (*) begin
	case (State)
	WAIT_ST:	begin   State_next = (Timer > MAX_TIMER) ? READY_ST : WAIT_ST;	end 
    READY_ST: 	begin	State_next = (ready) ? READ_ST : WAIT_ST;	end
	READ_ST:	begin	State_next = (Read_count > MAX_READ_COUNT) ? MAX_ST : READ_ST; end 
	MAX_ST:		begin   State_next = (waitrequest == 0) ? MIN_ST : MAX_ST;		end
	MIN_ST:		begin   State_next = (waitrequest == 0) ? IDLE_ST : MIN_ST;	    end
	IDLE_ST: 	begin	State_next = IDLE_ST;	end
	RESET_ST: 	begin	State_next = WAIT_ST;	end
	default: 	begin	State_next = RESET_ST;	end
	endcase
end 
always @ (*) begin
	case (State)
	READ_ST: 	begin address_next = (waitrequest == 0) ? address + 32'h2 : address; end
	MAX_ST:		begin address_next = BASE_ADDR_MAX; end
	MIN_ST:		begin address_next = BASE_ADDR_MIN; end
	RESET_ST: 	begin address_next = BASE_ADDR; end
	default: 	begin address_next = address; end
	endcase
end 
endmodule
==> flow/constraint.sdc <==
current_design sdram_master

set clk_period 5.4
set clk_io_pct 0.2

create_clock -name clk0 -period $clk_period [get_ports {clk}]

set non_clock_inputs [all_inputs -no_clocks]
set_input_delay [expr $clk_period * $clk_io_pct] -clock clk0 $non_clock_inputs
set_output_delay [expr $clk_period * $clk_io_pct] -clock clk0 [all_outputs]
==> run_results.csv <==
group,metric,value,unit
drt,vias_per_cell,5.44,
sta,max_slew.worst_pin.slew,752,ps
place,gp_congestion,0.937,
power_and_ir_drop,power_frac_clock,40.3,%
floorplan,fp_util,41.4,%
power_and_ir_drop,powerDensity,244,nW/um^2
cts,clock.latency.late_pin,360,ps
place,dpl_cell_area,6670,um^2
critical_path,worstSetupPathType,"in -> reg",
grt,grt_max_degree,49,
drt,drc,0,
sta,fmax,267,MHz
power_and_ir_drop,sw_frac_of_total,24.7,%
cts,clock_sinks,106,
power_and_ir_drop,ir_worst_vdd,0.225,mV
synth,synth_cell_types,51,
critical_path,cp-end-kind,"register",
sta,hold_viol,0,
critical_path,max_stage_delay,710,ps
floorplan,core.rowCount,42,
drt,wl_per_cell,15.3,um
run,tool_warnings,28,
critical_path,crit_arrival,3960,ps
cts,root_buffer,"clkbuf_16",
cts,cts_max_path_buffers,2,
place,io_buffers,102,
grt,gr-usage-all-layers,21.5,%
grt,grt_pass1_wl,24200,um
place,dp_slack,1350,ps
critical_path,startpoint,"readdata[15]",
place,hpwlAfterDp,9880,um
cts,clkSlewWorstSetupHoldPaths,70,ps
drt,wirelength,14600,um
grt,use_met1,34.8,%
synth,synth_area,5520,um^2
sta,grt_setup_unrepaired,"false",
floorplan,core_area,13300,um^2
sta,maxSlewViolCount,0,
synth,ys_cells,687,
sta,relSlewSlack,49.9,%
critical_path,start_kind,"input pin",
synth,ys_ff,106,
synth,synth.avg_cell_area,8.04,um^2
sta,whs,480,ps
synth,async_flop_share,0,%
cts,cts_max_level,3,
sta,tns,0,ps
floorplan,die_area,14300,um^2
finish,syn_to_final_growth,26.4,%
synth,synth_seq_share,38.4,%
power_and_ir_drop,power.share.combinational,11.1,%
run,maxCapViolations,0,
floorplan,die_h,119,um
synth,yosys_warnings,1,
cts,cts_buffers,9,
power_and_ir_drop,p_int,1.28,mW
grt,grt_pass1_vias,4740,
cts,post-cts-setup-buffer-count,0,
sta,period_used_share,69.3,%
cts,postCtsResizedCells,0,
grt,busiest_layer,"met1",
critical_path,crit_chain,"clkdlybuf4s50_1 -> ha_1 -> nand4_1 -> nor4_1 -> a21o_1 -> a311o_1 -> o211ai_1",
hold_path,min-delay-path-class,"reg -> reg",
synth,synth-main-ff-cell,"dfxtp_1",
sta,setup_viol,0,
critical_path,cp.required,5610,ps
drt,drt_iter0_markers,426,
critical_path,critPathMaxFanout,17,
floorplan,die_x,119,um
grt,grt_use_met3,3.83,%
critical_path,slowest_stage,"a311o_1",
grt,antenna_found_initial,0,
synth,edf_count,0,
cts,cts_tree,"done",
drt,vias,5191,
hold_path,worstHoldStart,"Minnum[8]",
sta,setup_slack,1660,ps
drt,ant_nets,0,
sta,finClkSkew,9.37,ps
finish,fin_area,6980,um^2
grt,grt-ovfl-total,0,
status,status,"completed",
synth,syn_inst,687,
power_and_ir_drop,seqPwrFrac,48.6,%
cts,hold_buffers,0,
drt,antennaDiodeCount,0,
drt,drt_pre_antenna_iters,5,
finish,drive_gt1_share,3.86,%
sta,period_minus_slack,3740,ps
power_and_ir_drop,leakagePower,2.70,nW
critical_path,r2r-start,"Maxnum[15]",
synth,yosysChipArea,5520,um^2
grt,gr-usage-met2,31.0,%
floorplan,pin_count,107,
finish,fill_cells,1221,
power_and_ir_drop,p_sw,421,uW
-- synth_stat cells (2+ instances only) --
cell type	n	area [um^2]
clkbuf_1	27	101
ha_1	37	463
o21ai_1	3	15.0
and4_1	5	43.8
o21ai_0	19	95.1
or4_1	8	60.1
nor4b_1	2	17.5
buf_2	3	15.0
o31ai_1	6	45.0
nor2_1	54	203
a211o_1	11	96.3
a21o_1	3	22.5
o211ai_1	17	128
and3_1	16	100
xnor2_1	13	114
buf_1	3	11.3
buf_4	4	30.0
dfxtp_1	106	2120
o21a_1	3	22.5
xor2_1	19	166
nand2b_1	5	31.3
nand2_1	68	255
a21oi_1	51	255
conb_1	2	7.51
nor3_1	22	110
a211oi_1	2	15.0
or3_1	11	68.8
and2_1	2	12.5
nand4_1	33	206
inv_1	58	218
nor4_1	10	62.6
nand3_1	39	195
nand3b_1	7	52.6
-- critical path, delay by kind of cell --
family          cells  cell delay (ps)
compound gates      3             1480
fa+ha+maj           1              350
buf+inv             1              480
simple gates        2              550
-- final cells by class --
type	instances	area (um^2)	area share (%)
multi-input cells	487	3030	43.3
flip-flops and latches	106	2120	30.4
repair buffers	111	1090	15.6
clock buffers	12	256	3.67
well taps	176	220	3.15
inverters	58	218	3.12
clock inverters	4	50.0	0.717
-- routing by layer --
layer,vias up,wire length (um),share of wire (%)
li1,2595,-,-
met1,2424,7170,49
met2,160,6360,44
met3,12,821,5.6
met4,0,217,1.5
met5,-,0,0
-- worst paths after layout --
check	end	slack, ps	depth (start not counted)
worst max register to register	Maxnum[6]	2400	7
worst min register to register	writedata[8]	480	2
worst min-delay path	writedata[8]	480	2
worst max-delay path	Maxnum[6]	1660	7
-- through the flow --
step / utilization, % / instances / power [mW]
after CTS: 52.3 / 954 / 1.72
final: 52.3 / 954 / 1.70
after detailed placement: 50.0 / 938 / 1.03
after floorplan: - / 689 / 0.937
after global routing: 52.3 / 954 / 1.78
after global placement: 50.0 / 938 / 1.03
-- state kept, by name, indices dropped and copies added, names as in the netlist --
name	count
Minnum	16
write_n	1
Read_count	4
done	1
Timer	17
writedata	16
read_n	1
State	3
Maxnum	16
address	31
-- logic make-up (layout without fill, tap and decap cells) --
group | after synthesis | in the layout | share of synthesized area, %
mux | 1 | 1 | 0.181
other cells | 2 | 4 | 0.136
xor+xnor | 32 | 32 | 5.08
simple gates | 291 | 291 | 27.1
compound gates | 122 | 122 | 13.7
flops | 106 | 106 | 38.4
fa+ha+maj | 37 | 37 | 8.38
buf+inv | 96 | 185 | 7.00
-- power by group through the flow --
| stage | clock network [mW] | logic [mW] | registers, mW |
|---|---|---|---|
| 6_report | 0.686 | 0.189 | 0.827 |
| 5_1_grt | 0.739 | 0.214 | 0.831 |
| 4_1_cts | 0.704 | 0.190 | 0.827 |
-- placed cells by master (no fill, tap or decap), drive strengths merged, types with 2 or more instances in the layout --
cell type / instances
nor3: 22
nand4: 33
o21a: 3
or3: 11
a21o: 3
xnor2: 13
nor4b: 2
nand2: 68
o211ai: 17
and3: 16
ha: 37
nand3: 40
xor2: 19
o21ai: 22
nor4: 10
nand3b: 7
o31ai: 6
nor2: 54
and2: 3
a211o: 11
clkdlybuf4s50: 102
clkbuf: 12
and4: 5
clkinvlp: 2
nand2b: 5
dfxtp: 106
or4: 8
or4b: 2
or2: 2
inv: 58
a211oi: 2
buf: 9
conb: 4
a21oi: 51
Power and IR drop assume default switching activity.
