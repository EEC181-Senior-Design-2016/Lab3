==> /design/flow/design.v <==
module reg32(
	input [31:0] D,
	input [3:0] byteenable,
	input reset_n,
	input clock,
	output [31:0] Q
);
	reg [31:0] intern_reg;
	assign Q = intern_reg;
	always @ (posedge clock)
	begin
		if (~reset_n) begin
			intern_reg <= 32'd0;
		end
		else begin
		case (byteenable)
			'b1111: intern_reg 			<= D;
			'b0011: intern_reg[15:0] 	<= D[15:0];
			'b1100: intern_reg[31:16] 	<= D[31:16];
			'b0001: intern_reg[7:0] 	<= D[7:0];
			'b0010: intern_reg[15:8] 	<= D[15:8];
			'b0100: intern_reg[23:16] 	<= D[23:16];
			'b1000: intern_reg[31:24] 	<= D[31:24];
			default:begin
				intern_reg<= Q;
			end 
		endcase 
		end  
	end 
endmodule
module reg32_avalon_interface(
input clk,
input reset_n,
input write,
input [31:0] writedata,
input read,
output [31:0] readdata,
input [3:0] byteenable,
input chipselect,
output [31:0] Q_external
);
wire [3:0] local_byteenable;
wire [31:0] to_reg, from_reg;
assign to_reg = writedata;
assign readdata = from_reg;
assign Q_external = from_reg;
assign local_byteenable = (write) ? byteenable : 4'd0;   
reg32 U1(
.clock		(clk),
.reset_n		(reset_n),
.D				(to_reg),
.byteenable	(local_byteenable),
.Q				(from_reg)
);
endmodule
==> /design/flow/run.sh <==
#!/bin/bash
# OpenROAD 26Q1-2900-gdf79404cd8, Yosys 0.63+post, stock flow scripts
make -C /OpenROAD-flow-scripts/flow DESIGN_CONFIG=/design/flow/config.mk WORK_HOME=/design/flow/orfs finish
==> /design/flow/config.mk <==
export PLATFORM = sky130hd
export DESIGN_NAME = reg32_avalon_interface
export DESIGN_NICKNAME = reg32_avalon_interface
export VERILOG_FILES = /design/flow/design.v
export SDC_FILE = /design/flow/constraint.sdc
export NUM_CORES = 4
export LEC_CHECK = 1
export CORE_UTILIZATION = 30
==> /design/flow/constraint.sdc <==
current_design reg32_avalon_interface

set clk_period 2.5
set clk_io_pct 0.2

create_clock -name clk0 -period $clk_period [get_ports {clk}]

set non_clock_inputs [all_inputs -no_clocks]
set_input_delay [expr $clk_period * $clk_io_pct] -clock clk0 $non_clock_inputs
set_output_delay [expr $clk_period * $clk_io_pct] -clock clk0 [all_outputs]
==> flow_metrics.env <==
# yosys + openroad results
export IMPL_outcome="finished, final reports clean"
export IMPL_final_antenna_net_count=0
export IMPL_rows=29
export IMPL_worst_pin_slew_ns=0.583
export IMPL_vias_per_cell=5.19
export IMPL_pwr_share_comb_pct=22.2
export IMPL_cts_root_buffer="clkbuf_8"
export IMPL_io_pins=105
export IMPL_hold_violations=0
export IMPL_p_sw_share_pct=23.9
export IMPL_grt_pass1_wl_um=7780
export IMPL_first_pass_iters=21
export IMPL_die_h_um=84.3
export IMPL_drt_iter0_drc=44
export IMPL_numCtsBuffers=5
export IMPL_warnings=27
export IMPL_final_util_pct=43.9
export IMPL_yosysCellCount=231
export IMPL_ys_warnings_count=1
export IMPL_p_leak_nw=0.884
export IMPL_clk_latency_ns=0.28
export IMPL_worst_setup_path_start_kind="input pin"
export IMPL_ys_area_mm2=0.00203
export IMPL_gp_congestion=0.679
export IMPL_vias=1874
export IMPL_syn2layout_area_growth_pct=38.8
export IMPL_hp_class="reg -> reg"
export IMPL_avgSynthCellArea_um2=8.79
export IMPL_finalSetupViolCount=0
export IMPL_power_total_mw=1.26
export IMPL_grt_use_total_pct=13.5
export IMPL_required_ns=2.64
export IMPL_period_used_pct=68.9
export IMPL_critPathKind="in -> reg"
export IMPL_core_area_mm2=0.00642
export IMPL_critPathCaptureType="flop"
export IMPL_flop_cell="dfxtp_1"
export IMPL_yosys_top_cells_area="dfxtp_1, o2111ai_1, o221ai_1, buf_4, or2_1"
export IMPL_postCtsResizedCells=0
export IMPL_slew_viol_final=0
export IMPL_insertedDiodeCount=0
export IMPL_yosys_area_top_type_share_pct=31.6
export IMPL_postSynthSeqShare_pct=31.6
export IMPL_netlist_instances=231
export IMPL_maxSlewHeadroom_pct=61.1
export IMPL_clock_path_buffers=2
export IMPL_grt_ovfl_total=0
export IMPL_io_buffers=102
export IMPL_netlist_area_mm2=0.00203
export IMPL_tns_ns=0
export IMPL_cts_sinks=32
export IMPL_grt_pass1_vias=1647
export IMPL_fp_util_pct=31.6
export IMPL_h_tree_depth=2
export IMPL_die_x_um=84.3
export IMPL_p_int_mw=0.960
export IMPL_ys_types=17
export IMPL_synthArstFlopShare_pct=0
export IMPL_wl_um=4810
export IMPL_rsz0062_at_grt="false"
export IMPL_top_cells_by_count="buf_4, dfxtp_1, nand2_1, o2111ai_1, o221ai_1"
export IMPL_fin_skew_ns=0
export IMPL_finalCriticalPeriod_ns=1.72
export IMPL_maxCapViolCount=0
export IMPL_die_area_mm2=0.00710
export IMPL_clockPowerShare_pct=32.7
export IMPL_p_seq_share_pct=45.1
export IMPL_path_max_fanout=24
export IMPL_ys_flops=32
export IMPL_largest_reg_flops=32
export IMPL_most_common_cell="buf_4"
export IMPL_arrival_ns=1.86
export IMPL_holdWs_ns=0.538
export IMPL_cts_tree="done"
export IMPL_powerDensity_mw_per_mm2=448
export IMPL_drive_gt1_share_pct=6.34
export IMPL_dp_hpwl_um=3210
export IMPL_vdd_drop_max_mv=0.224
export IMPL_drc=0
export IMPL_top_area_cell="dfxtp_1"
export IMPL_power_switching_mw=0.302
export IMPL_wl_per_cell_um=13.3
export IMPL_cts_setup_buffers=0
export IMPL_grt_start_max_net_pins=33
export IMPL_max_freq_ghz=0.581
export IMPL_regToRegSetupSlack_ns=1.56
export IMPL_postCtsHoldBufs=0
export IMPL_path_clk_slew_ns=0.07
export IMPL_edf_count=0
export IMPL_antenna_found_initial=0
[cell type report]
class | count | area [µm²]
clock buffer | 8 | 90.1
fill | 631 | 3600
multi-input combinational | 138 | 945
sequential | 32 | 641
tap | 77 | 96.3
timing repair buffer | 106 | 1050
[layout by cell type (no fill, tap or decap)]
master           Yosys  final
buf_4               36      4
nand2_1             32     32
nor2_2               0      2
and2_1               3      3
o2111ai_1           32     32
and3_1               4      4
or2_0                8      8
clkdlybuf4s50_1      0    101
or2_2                4      4
clkbuf_8             0      6
or2_1               20     20
dfxtp_1             32     32
and2_2               1      1
o221ai_1            32     32
clkbuf_1             3      2
buf_2               10      1
[metrics by stage]
step	worst slack, ns	instances	cell area, µm²
6_report	0.778	361	2820
5_1_grt	0.657	361	2820
4_1_cts	0.777	361	2820
3_5_place_dp	0.464	353	2730
3_3_place_gp	0.515	353	2730
2_1_floorplan	1.16	231	2030
[power groups by stage]
stage	clock network [mW]	logic, mW	registers, mW
4_1_cts	0.438	0.284	0.570
5_1_grt	0.461	0.307	0.575
6_report	0.412	0.280	0.569
[logic make-up after synthesis]
kind of cell / synth area share [%]
compound gates: 27.6
buf+inv: 22.1
flops: 31.6
simple gates: 18.7
[worst max-delay path, cell delays in order]
cell and delay [ns]:
clkdlybuf4s50_1 0.47, nor2_2 0.31, buf_4 0.31, or2_0 0.15, o221ai_1 0.11
[worst paths after layout]
| check | start | to | cells after the start |
|---|---|---|---|
| min reg2reg | U1.intern_reg[2]$_SDFFE_PN0P_ | U1.intern_reg[2]$_SDFFE_PN0P_ | 2 |
| max | byteenable[2] | U1.intern_reg[7]$_SDFFE_PN0P_ | 5 |
| max reg2reg | U1.intern_reg[1]$_SDFFE_PN0P_ | U1.intern_reg[1]$_SDFFE_PN0P_ | 3 |
| min | U1.intern_reg[2]$_SDFFE_PN0P_ | U1.intern_reg[2]$_SDFFE_PN0P_ | 2 |
[layer usage]
metal / GRT usage (%) / wire length, µm / vias up
li1: - / - / 945
met2: 21.2 / 2230 / 61
met3: 3.09 / 347 / 5
met4: 1.25 / 53 / 0
met5: 0 / 0 / -
met1: 20.0 / 2190 / 863
